## flow/config.mk

```make
export PLATFORM = sky130hd
export DESIGN_NAME = i8255_top
export DESIGN_NICKNAME = i8255_top
export VERILOG_FILES = /design/flow/design.v
export SDC_FILE = /design/flow/constraint.sdc
export NUM_CORES = 4
export LEC_CHECK = 1
export CORE_AREA = 10 10 105 105
export DIE_AREA = 0 0 115 115
```

## flow/constraint.sdc

```tcl
current_design i8255_top

set clk_period 2.0
set clk_io_pct 0.2

create_clock -name clk0 -period $clk_period [get_ports {clk}]

set non_clock_inputs [all_inputs -no_clocks]
set_input_delay [expr $clk_period * $clk_io_pct] -clock clk0 $non_clock_inputs
set_output_delay [expr $clk_period * $clk_io_pct] -clock clk0 [all_outputs]
```

## flow/design.v

```verilog
`timescale 1ns / 1ps
module i8255(
    input clk,
    input reset,           
    input rd,              
    input wr,              
    input cs,              
    input [1:0] a,
    input [7:0] din,
    input [7:0] ain,
    input [7:0] bin,
    input [7:0] cin,
    output ddra,            
    output ddrb,            
    output reg [7:0] ddrc,  
    output [7:0] aout,
    output [7:0] bout,
    output [7:0] cout,
    output reg [7:0] dout
    );
    parameter CW_FLAG = 7;       
    parameter CW_GRPA_MODE = 5;  
    parameter CW_DIR_A = 4;      
    parameter CW_DIR_CH = 3;     
    parameter CW_GRPB_MODE = 2;  
    parameter CW_DIR_B = 1;      
    parameter CW_DIR_CL = 0;     
    logic [6:0] control_reg = 7'b0011011;
    logic [7:0] a_reg = 8'b0;
    logic [7:0] b_reg = 8'b0;
    logic [7:0] c_reg = 8'b0;
    logic control_reg_en;
    logic a_reg_en;
    logic b_reg_en;
    logic c_reg_en;
    logic group_a_mode;
    logic group_b_mode;
    logic bit_set_reset;
    logic [7:0] bsr;
    logic [7:0] c_data;
    assign control_reg_en = cs && wr && !rd &&  a[1] &&  a[0] &&  din[CW_FLAG];
    assign a_reg_en       = cs && wr && !rd && !a[1] && !a[0];
    assign b_reg_en       = cs && wr && !rd && !a[1] &&  a[0];
    assign c_reg_en       = cs && wr && !rd &&  a[1] && !a[0];
    assign bit_set_reset  = cs && wr && !rd &&  a[1] &&  a[0] && !din[CW_FLAG];
    assign bsr[0] = bit_set_reset && !din[3] && !din[2] && !din[1];
    assign bsr[1] = bit_set_reset && !din[3] && !din[2] &&  din[1];
    assign bsr[2] = bit_set_reset && !din[3] &&  din[2] && !din[1];
    assign bsr[3] = bit_set_reset && !din[3] &&  din[2] &&  din[1];
    assign bsr[4] = bit_set_reset &&  din[3] && !din[2] && !din[1];
    assign bsr[5] = bit_set_reset &&  din[3] && !din[2] &&  din[1];
    assign bsr[6] = bit_set_reset &&  din[3] &&  din[2] && !din[1];
    assign bsr[7] = bit_set_reset &&  din[3] &&  din[2] &&  din[1];
    assign group_a_mode = control_reg[CW_GRPA_MODE];
    assign group_b_mode = control_reg[CW_GRPB_MODE];
    always_ff @(posedge clk, posedge reset)
        if (reset)
            control_reg <= 7'b0011011;
        else if (control_reg_en)
            control_reg <= din[6:0];
        else control_reg <= control_reg;
    always_ff @(posedge clk, posedge reset)
        if (reset)
            a_reg <= 8'h00;
        else if (a_reg_en)
            a_reg <= din;
        else a_reg <= a_reg;
    always_ff @(posedge clk, posedge reset)
        if (reset)
            b_reg <= 8'h00;
        else if (b_reg_en)
            b_reg <= din;
        else b_reg <= b_reg;
    genvar i;
    for (i = 7; i >= 0; i=i-1) begin
        assign c_data[i] = bit_set_reset ? din[0] : din[i];
        always_ff @(posedge clk, posedge reset)
            if (reset)
                c_reg[i] <= '0;
            else if (c_reg_en || bsr[i])
                c_reg[i] <= c_data[i];
            else c_reg[i] <= c_reg[i];
    end
    always_comb begin
        case (a)
            2'b00: dout = ain;
            2'b01: dout = bin;
            2'b10: dout = cin;
            default: dout = { 1'b1, control_reg };
        endcase
    end
    always_comb begin
        if (group_a_mode === '0) begin
            ddrc[4] = !control_reg[CW_DIR_CH];
            ddrc[5] = !control_reg[CW_DIR_CH];
            ddrc[6] = !control_reg[CW_DIR_CH];
            ddrc[7] = !control_reg[CW_DIR_CH];
        end
        else begin
            ddrc[7:4] = 4'b1111;
        end
    end
    always_comb begin
        if (group_b_mode === '0) begin
            ddrc[0] = !control_reg[CW_DIR_CL];
            ddrc[1] = !control_reg[CW_DIR_CL];
            ddrc[2] = !control_reg[CW_DIR_CL];
            ddrc[3] = !control_reg[CW_DIR_CL];
        end
        else begin
            ddrc[3:0] = 4'b1111;
        end
    end
    assign aout = a_reg;
    assign bout = b_reg;
    assign cout = c_reg;
    assign ddra = !control_reg[CW_DIR_A];
    assign ddrb = !control_reg[CW_DIR_B];
endmodule
`timescale 1ns / 1ps
module i8255_top(
    input clk,
    input reset,     
    input rd,        
    input wr,        
    input cs,        
    input [1:0] a,
    inout [7:0] d, 
    inout [7:0] pa,
    inout [7:0] pb,
    inout [7:0] pc
    );
    wire oe;
    wire [7:0] din, dout;
    wire ddra, ddrb;
    wire [7:0] ddrc;
    wire [7:0] ain, aout, bin, bout, cin, cout;
    i8255 i8255 (
        .clk(clk),
        .reset(reset),
        .cs(cs),
        .rd(rd),
        .wr(wr),
        .a(a),
        .din(din),
        .dout(dout),
        .ddra(ddra),
        .ddrb(ddrb),
        .ddrc(ddrc),
        .ain(ain),
        .aout(aout),
        .bin(bin),
        .bout(bout),
        .cin(cin),
        .cout(cout)
    );
    assign oe = cs && rd && !wr;
    assign din = d;
    assign d = oe ? dout : 8'bZZZZZZZZ;
    assign ain = pa;
    assign pa = ddra ? aout : 8'bZZZZZZZZ;
    assign bin = pb;
    assign pb = ddrb ? bout : 8'bZZZZZZZZ;
    assign cin = pc;
    genvar i;
    for (i = 7; i >= 0; i=i-1) begin
        assign pc[i] = ddrc[i] ? cout[i] : 1'bZ;
    end
endmodule
```

## flow/run.sh

```bash
#!/bin/bash
# OpenROAD 26Q1-2900-gdf79404cd8, Yosys 0.63+post, stock flow scripts
make -C /OpenROAD-flow-scripts/flow DESIGN_CONFIG=/design/flow/config.mk WORK_HOME=/design/flow/orfs finish
```

==> results.ini <==
[place]
post-place-cells=161
io_buffers=3
dpl.hpwl_mm=1.93
gp_congestion=0.662

[logic_synthesis]
synth_cell_type_count=8
syn_area_um2=1100
ys_ff=31
synth_area_per_cell_um2=14.7
yosys_warnings=5
topCellsByArea=dfrtp_1, mux4_2, clkbuf_1
ff_type=dfrtp_1
top_area_cell=dfrtp_1
synthDominantCellAreaShare_pct=61.2
edf_count=0
synthTopCellsByCount=clkbuf_1, dfrtp_1, mux4_2
yosys_area_um2=1100
async_reset_ff_share_pct=100
yosys.stat.seqShare_pct=70.7
yosys_cells=75
top_cell=clkbuf_1
synthCells=75

[die]
die_area_um2=13200
die_w_um=115
dieHeight_um=115
ios=39
initial_core_util_pct=12.6
core.rowCount=34
core_area_um2=8760

[sta]
worst_slew_pin_slew_ps=259
fin_crit_sh_pct=96.2
drv_slew=0
hold_violations=0
fin_tns_setup_ps=0
fin_skew_ps=0
setup_viol=0
fmax_ghz=0.520
relSlewSlack_pct=82.8
min_period_ps=1920
rsz0062_at_grt=no

[clock_network]
cts.sinks=31
cts-root-buf=clkbuf_8
cts_tree=done
post_cts_buffers=0
numCtsBuffers=5
cts_max_path_buffers=2
clk_pin_slew_ps=70
htreeDepth=2
insertion_delay_ps=280

[global_route]
antenna_found_initial=0
grt-ovfl-total=0
first_global_vias=510
grt_usage_pct=3.56
grt_pass1_wl_mm=3.50
grt_max_degree=21

[drt]
drt_wl_total_mm=2.36
drc=0
routedWlPerCell_um=13.9
dr.pass1.iters=2
num_vias=442
n_antenna_cell=0
drt.antenna.violating_nets=0
drtIter0Drc=17
viasPerCell=2.62

[finish]
areaGrowthSynthToFinish_pct=17.4
final_cells=169
num-fill-cells=962
drive_gt1_share_pct=42.6

[status]
status=finished, final reports clean

[setup_path]
worst_setup_path_start_kind=input port
worstPathRequired_ps=1600
critPathKind=in -> out
end_kind=output port
cp_max_fo=4
cp_data_arrival_time_ps=1520

[power]
leakage_uw=0.000540
powerDensity_nw_per_um2=961
ir_drop_mv=0.211

[hold_path]
hold_class=in -> reg

[job]
cap_violations=0
warning_count=76

==> where the power goes <==
group          total [µW]  switching, µW  internal (µW)
clock                 508            231            277
combinational        69.4           29.4           40.0
sequential            669           16.5            652
total                1250            277            970
==> kinds of logic after synthesis <==
group	share of synthesized area, %
AND/OR/NAND/NOR	0.339
flip-flops	70.7
buffers and inverters	12.9
multiplexers	16.1
==> per-layer routing <==
metal  routed length (µm)  share of wire, %  vias to the layer above  GRT usage, %
met4                   17              0.72                        0         0.578
met1                  979                42                      217          4.58
met3                  354                15                        3          2.53
met5                    0                 0                        -             0
li1                     -                 -                      192             -
met2                 1000                43                       30          4.84
==> stage by stage <==
step / hold WS (ps) / area, µm² / total power, µW / util (%) / setup WS [ps]
finish: 160 / 1300 / 1250 / 14.8 / 75.5
global route: 147 / 1300 / 1320 / 14.8 / 27.4
CTS: 147 / 1290 / 1280 / 14.8 / 21.6
detailed placement: 357 / 1200 / 757 / 13.7 / 21.6
global placement: 356 / 1200 / 755 / 13.7 / 27.8
floorplan: 424 / 1100 / 727 / - / 623
==> critical path, stage by stage <==
cell	delay, ps
clkdlybuf4s50_1	470
buf_4	160
mux4_2	490
==> path summary, 6_finish.rpt <==
kind                       slack [ps]                    to  depth (start not counted)            startpoint
max reg2reg                      1420  i8255.control_reg[3]                          0  i8255.control_reg[3]
max                                80                  d[4]                          3                  a[1]
min in group asynchronous         430                 pb[7]                          3                 reset
min                               160                 pc[4]                          0                 pc[4]
min reg2reg                       370  i8255.control_reg[1]                          0  i8255.control_reg[1]
max in group asynchronous        1250  i8255.control_reg[3]                          3                 reset
==> layout by cell type, fill, tap and decap left out <==
cell type	instances
clkinv_2	1
nor2_1	1
mux4_2	7
dfstp_2	4
mux2i_1	2
buf_4	7
clkbuf_1	1
clkbuf_8	6
clkdlybuf4s50_1	2
inv_1	1
dlymetal6s2s_1	1
buf_12	1
dfrtp_1	27
==> area by class of cell <==
type | instances | area [µm²] | share of cell area (%)
flip-flops and latches | 31 | 781 | 60.2
repair buffers | 11 | 105 | 8.10
multi-input cells | 10 | 181 | 14.0
clock buffers | 7 | 86.3 | 6.65
inverters | 1 | 3.75 | 0.289
clock inverters | 1 | 5.00 | 0.386
well taps | 108 | 135 | 10.4
==> repair_timing <==
item,CTS,global route
resized,0,1
setup endpoints to repair,0,1
hold buffers,0,0
Power figures rest on the tool's default switching activity, not on a simulated workload.
