<file path="design/flow/run.sh">
#!/bin/bash
# OpenROAD 26Q1-2900-gdf79404cd8, Yosys 0.63+post, stock flow scripts
make -C /OpenROAD-flow-scripts/flow DESIGN_CONFIG=/design/flow/config.mk WORK_HOME=/design/flow/orfs finish
</file>
<file path="design/flow/config.mk">
export PLATFORM = sky130hd
export DESIGN_NAME = top
export DESIGN_NICKNAME = top
export VERILOG_FILES = /design/flow/design.v
export SDC_FILE = /design/flow/constraint.sdc
export NUM_CORES = 4
export LEC_CHECK = 1
export CORE_AREA = 10 10 110 110
export DIE_AREA = 0 0 120 120
</file>
<file path="design/flow/constraint.sdc">
current_design top

set clk_period 3.3
set clk_io_pct 0.2

create_clock -name clk0 -period $clk_period [get_ports {clk}]

set non_clock_inputs [all_inputs -no_clocks]
set_input_delay [expr $clk_period * $clk_io_pct] -clock clk0 $non_clock_inputs
set_output_delay [expr $clk_period * $clk_io_pct] -clock clk0 [all_outputs]
</file>
<file path="design/flow/design.v">
`timescale 1ns / 1ps
module rom(
    input [3:0] a,
    output reg [15:0] d
    );
    always @(a) begin
        case (a)
            4'b0001: d = 16'h09FF;
            4'b0010: d = 16'h0A0F;
            4'b0011: d = 16'h0B07;
            4'b0100: d = 16'h0F00;
            4'b0101: d = 16'h0101;
            4'b0110: d = 16'h0202;
            4'b0111: d = 16'h0303;
            4'b1000: d = 16'h0404;
            4'b1001: d = 16'h0505;
            4'b1010: d = 16'h0606;
            4'b1011: d = 16'h0707;
            4'b1100: d = 16'h0808;
            default: d = 16'h0C01;
        endcase
    end
endmodule
`timescale 1ns / 1ps
module top(
    input clk,
    output [4:0] bcount,
    output [3:0] a,
    output cs_n,
    output d
    );
    parameter FRAME_SIZE = 16;               
    parameter CYCLE_WIDTH = FRAME_SIZE + 1;  
    reg [4:0] bit_count = 0;
    reg [3:0] frame_count = 0;
    wire bit_count_max;
    wire frame_tick;
    wire cs;
    always @(negedge clk) begin
        if (bit_count_max)
            bit_count <= 0;
        else
            bit_count = bit_count + 1;     
    end
    assign bit_count_max = (bit_count == (CYCLE_WIDTH - 1)) ? 1'b1 : 1'b0;
    assign frame_tick = (bit_count == (CYCLE_WIDTH - 2)) ? 1'b1 : 1'b0;
    assign cs = (bit_count < (CYCLE_WIDTH - 1)) ? 1'b1 : 1'b0;
    always @(negedge clk) begin
        if (frame_tick)
            frame_count <= frame_count + 1;
    end
    wire [15:0] rom_out;
    rom u1 (.a(frame_count), .d(rom_out));
    reg [FRAME_SIZE-2:0] shift = {FRAME_SIZE-1{1'b0}};
    reg                  dout = 1'b0;
    always @(negedge clk) begin
       if (bit_count_max) begin
          shift <= rom_out[FRAME_SIZE-2:0];
          dout    <= rom_out[FRAME_SIZE-1];
       end
       else begin
          shift <= {shift[FRAME_SIZE-3:0], 1'b0};
          dout   <= shift[FRAME_SIZE-2];
       end
    end
    assign bcount = bit_count;
    assign a = frame_count;
    assign cs_n = ~cs;
    assign d = dout;
endmodule
</file>
==> summary.txt <==
run metrics: Setup crit end=a[1], Core Region=9770 sq um, Slew headroom=66.7%, Ports=12, CP Capture Type=primary output, Tot GR Track Use=3.12%, worst ir drop on vdd=0.000167 V, CTS root buf=clkbuf_8, Syn-to-layout area delta=39.2%, leakage=0.670 nW, largest net degree at the start of global routing=19, die y size=120 um, Max-Cap Viols=0, Site Rows=36, Worst path depth=1, Inserted Diodes=0, TritonCTS clock tree=yes, Die Width=120 um, Synth Warn #=2, pin slew with the least headroom to its limit=0.499 ns, Reg clk slew, reported paths=0.04 ns, cell count in the Yosys report=105, DR vias/cell=2.84, initial antenna violation count=0, Syn Std Cell Area=1090 sq um, share of cells above drive strength 1=24.3%, post-route ant nets=0, Placed Cells=249, Final HPWL DP=1.43 mm, setup TNS=0 ns, Top cells excl fill/tap=inv_1, dfxtp_1, nand2_1, buf_4, ha_1, Reg area=547 sq um, Tot Pwr=0.623 mW, yosys stat area=1090 sq um, Top delay family on crit path=flip-flops, setup violators final=0, final wirelength=2.11 mm, GR Overflow Total=0, CP max stage cell=edfxtp_1, Fillers=1,108, Power Dens Cells=411 nW/um^2, Crit Path Class=reg -> out, RSZ-0062 raised after global routing=false, tool warnings=55, Die ar.=14,400 sq um, post-synth top area cell=dfxtp_1, worst path required time=2.64 ns, Max Slew Vio Count=0, First-pass DRT Iterations=4, Synth flops=25, Port Buffers=11, most frequent logic cell in the layout=inv_1, WP data arrival=2.57 ns, start point of the critical path=frame_count[1], Clock Skew=0.0215 ns, Starting DRT DRC Count=65, MI comb area=470 sq um, CP Max Fanout=2, Synth Seq Share=49.7%, top cells by area=dfxtp_1, edfxtp_1, ha_1, Residual DRC=0, Reg2Reg Setup Slack=1.71 ns, Distinct lib cells used=31, final hold vios=0, startpoint class of the critical path=register, status=completed, Clk Latency, worst-skew pair=0.36 ns, reg2reg end=shift[8], DR vias=798, Top cell area share=38.6%, Buf/Inv on CP=1, max incr delay on CP=0.38 ns, Tightest Hold Check Type=reg -> reg, first-pass GRT wire length=3.82 mm, hold buffer count at cts=0, CP Cell Sequence=clkdlybuf4s15_1, cts bufs inserted=3, Non-Filler Instances=281, CTS sink count=25, CTS max path bufs=2, Reg2Reg Launch Point=bit_count[0], gpl congestion=0.759, Final Hold Slack=0.419 ns, R2R depth=6, routed len/inst=7.51 um, synthesized instance count=105, Pre-Place Util=11.1%, H-tree depth=1, number of global-route vias before repair=877, Mapped Avg Cell Area=10.4 sq um
registers in the layout, summed over array words and instances, names as in the netlist:
register     count
shift           15
bit_count        5
frame_count      4
dout             1
cell type report:
cell class | count | area share, %
clock buffers | 3 | 2.73
multi-input cells | 68 | 31.0
flip-flops and latches | 25 | 36.1
inverters | 5 | 1.24
repair buffers | 21 | 11.0
clock inverters | 26 | 6.94
well taps | 133 | 11.0
per-layer routing:
metal | part of all wire [%] | GRT usage (%) | wire, um | vias up
li1 | - | - | - | 431
met1 | 45 | 3.75 | 957 | 352
met5 | 0 | 0 | 0 | -
met2 | 48 | 4.50 | 1000 | 13
met3 | 5.4 | 1.48 | 114 | 2
met4 | 1.7 | 1.73 | 35 | 0
cells by family after synthesis:
group / share of synthesized area (%)
DFF: 49.7
xor gates and xnor gates: 3.22
and+or+nand+nor: 19.9
buffers and inverters: 7.13
adders and majority gates: 9.20
AOI/OAI and AO/OA: 10.9
synthesized netlist by cell type:
| cell | n |
|---|---|
| a21oi_1 | 4 |
| a31oi_1 | 1 |
| and2_1 | 1 |
| and2_2 | 5 |
| and3_2 | 1 |
| and4bb_1 | 1 |
| buf_2 | 2 |
| buf_4 | 1 |
| buf_6 | 2 |
| buf_8 | 1 |
| dfxtp_1 | 21 |
| edfxtp_1 | 4 |
| ha_1 | 8 |
| inv_1 | 6 |
| nand2_1 | 14 |
| nand2_2 | 1 |
| nand2b_1 | 2 |
| nand3_1 | 3 |
| nand3_2 | 1 |
| nand4bb_1 | 1 |
| nor2_1 | 7 |
| nor2_2 | 1 |
| nor2b_1 | 2 |
| o21a_1 | 1 |
| o21ai_0 | 3 |
| o21ai_2 | 4 |
| o21bai_1 | 1 |
| o221ai_2 | 1 |
| o31ai_2 | 1 |
| xnor2_1 | 3 |
| xor2_1 | 1 |
worst register-to-register path, cell delays in order (launching register included):
cell      delay, ns
dfxtp_2        0.31
buf_4          0.13
inv_1          0.05
ha_1           0.16
and4bb_1       0.53
o221ai_2       0.19
o21a_1         0.13
timing repair:
item | in CTS | in global routing
cloned | 0 | 0
endpoints found under the setup margin | 11 | 2
gates resized | 20 | 2
buffers inserted | 4 | 0
power by group:
part | leakage (nW) | switching (mW) | internal [mW]
sequential | 0.218 | 0 | 0.310
clock | 0.161 | 0.182 | 0.130
combinational | 0.291 | 0 | 0
total | 0.670 | 0.182 | 0.441
how the worst min path moves through the flow:
stage         startpoint       end  depth (start not counted)
CTS             shift[4]  shift[5]                          2
global route    shift[3]  shift[4]                          2
finish          shift[4]  shift[5]                          2
stage by stage:
stage	utilization (%)	worst slack (ns)	area, sq um
4_1_cts	15.6	0.00796	1530
5_1_grt	15.5	0.0123	1520
2_1_floorplan	-	0.560	1090
6_report	15.5	0.0714	1520
3_3_place_gp	13.9	0.121	1360
3_5_place_dp	13.9	0.123	1360
Power is estimated from default activity; no workload was simulated.
